==> ./design.v <==
`timescale 1ns / 1ps
module debouncer(input RAW, input CLK, output reg CLEAN);
    reg [2:0] counter;
    wire TC;
    always @ (posedge CLK) 
       begin
       if(~RAW)
        counter <= 3'b000;
       else
        counter <= counter + 3'b001;
       end
    assign TC = (counter==3'b111);
    always @ (posedge CLK)
        begin
        if(~RAW)
            CLEAN <= 1'b0;
        else if (TC)
            CLEAN <= 1'b1;
        end
endmodule
==> ./run.sh <==
#!/bin/bash
# OpenROAD 26Q1-2900-gdf79404cd8, Yosys 0.63+post, stock flow scripts
make -C /OpenROAD-flow-scripts/flow DESIGN_CONFIG=/design/flow/config.mk WORK_HOME=/design/flow/orfs finish
==> ./config.mk <==
export PLATFORM = sky130hd
export DESIGN_NAME = debouncer
export DESIGN_NICKNAME = debouncer
export VERILOG_FILES = /design/flow/design.v
export SDC_FILE = /design/flow/constraint.sdc
export NUM_CORES = 4
export LEC_CHECK = 1
export CORE_AREA = 10 10 70 70
export DIE_AREA = 0 0 80 80
==> ./constraint.sdc <==
current_design debouncer

set clk_period 1.1
set clk_io_pct 0.2

create_clock -name clk0 -period $clk_period [get_ports {CLK}]

set non_clock_inputs [all_inputs -no_clocks]
set_input_delay [expr $clk_period * $clk_io_pct] -clock clk0 $non_clock_inputs
set_output_delay [expr $clk_period * $clk_io_pct] -clock clk0 [all_outputs]
==> job_summary.md <==
### Flow metrics

| Metric | Value |
|---|---|
| # port buffers | 2 |
| Post-synth EDFFs | 0 |
| Die area | 0.00640 mm² |
| HP Start | counter[0] |
| Final worst clock skew | 0.00488 ns |
| Final worst path period need | 1.02 ns |
| Pwr Total | 0.000355 W |
| Synth top area cells | dfxtp_1 60%, ha_1 19%, and2_1 9.3% |
| FP Rows | 21 |
| DIE HEIGHT | 80 µm |
| Worst-path clk slew | 0.04 ns |
| Crit path DAT | 1.15 ns |
| Outcome | finished, final reports clean |
| Min-Delay Path Depth | 1 |
| CTS tree | done |
| RSZ-0062 raised after global routing | false |
| Register-to-register setup slack | 0.08 ns |
| Initial DRC Count | 0 |
| Syn Inst Count | 10 |
| Inserted Diodes | 0 |
| Pint | 0.000288 W |
| Post-route cell area | 234 µm² |
| Clock Power Share | 50.3% |
| WHS | 0.431 ns |
| Worst Tran Pin Value | 0.116 ns |
| Top area contributor share | 59.8% |
| Sw frac | 18.9% |
| RD Place Congestion | 0.534 |
| Crit start category | flop |
| Via/cell ratio | 1.43 |
| Worst R2R Path Depth | 3 |
| Cts hold-fix bufs | 0 |
| Relative slew slack | 92.3% |
| Post-route ant nets | 0 |
| Worst reg2reg endpoint | counter[2] |
| Synth area leader | dfxtp_1 |
| Required time of the worst setup path | 1.23 ns |
| Avg Synthesized Cell Area | 13.4 µm² |
| Placed cell areas | 211 µm² |
| Worst r2r src | counter[0] |
| H-tree depth | 1 |
| Synth warn | 1 |
| Flop area | 81.3 µm² |
| Syn Std Cell Area | 134 µm² |
| Die x size | 80 µm |
| Tool warnings | 25 |
| Hold Path End | counter[0] |
| Area Growth Syn to Fin | 74.8% |
| Worst Hold Class | flop to flop |
| CP Capture Type | flop |
| Async SR Flop Fraction | 0% |
| Share of cells above drive strength 1 | 33.3% |
| GRT overflow | 0 |
| Max Cap Viol | 0 |
| DR vias | 87 |
| CTS buffer count | 3 |
| Pin count of the biggest net entering global routing | 5 |
| Multi-input gate area | 53.8 µm² |
| Worst vdd ir | 0.000656 V |
| Final setup fails | 0 |
| YS chip area | 134 µm² |
| FF+latch count, synth | 4 |
| Latency at later pin | 0.23 ns |
| # DRC | 0 |
| DR WL/cell | 4.05 µm |
| Flop pwr share | 44.8% |
| Post-synth top cells | 4 x dfxtp_1, 2 x and2_1, 2 x ha_1 |
| Clk buf depth | 2 |
| Global-route usage over all layers | 0.880% |
| Netlist cell types | 5 |
| CORE AREA | 0.00342 mm² |
| Util after Layout | 6.85% |
| Yosys Instances | 10 |
| Final Hold Viols | 0 |
| Kind of critical path | flop to flop |
| Comb power frac | 4.9% |
| First-pass GRT wire length | 393 µm |
| Number of global-route vias before repair | 91 |
| Synth Seq Share | 59.8% |
| Final Max Slew Viols | 0 |
| Ys flop type | dfxtp_1 |
| Final WL | 247 µm |
| Fillers | 415 |
| Leakage power | 0.0911 nW |
| Yosys top cell by instances | dfxtp_1 |
| FP Core Util | 3.92% |
| CTS sink count | 4 |
| PwrDens | 1520 mW/mm² |
| Initial antenna violation count | 0 |
| Cycle use final | 93.0% |
| Pre-antenna DRT Iters | 1 |
| Setup_tns | 0 ns |
| NetSw | 0.0000672 W |
| Top Ports | 3 |
| CP Max Fanout | 2 |
| Fmax | 977 MHz |
| Root Buffer | clkbuf_4 |
-- registers in the layout (all words and copies together) (netlist names) --
signal / count
CLEAN: 1
counter: 3
-- metrics by stage --
| step | instances | setup slack, ns |
|---|---|---|
| 4_1_cts | 61 | 0.0688 |
| 3_5_place_dp | 58 | 0.0538 |
| 3_3_place_gp | 58 | 0.0514 |
| 2_1_floorplan | 10 | 0.108 |
| 5_1_grt | 61 | 0.0198 |
| 6_report | 61 | 0.0767 |
-- critical path: stages (launching register included) --
cell and delay (ns):
dfxtp_1 0.31, ha_1 0.20, ha_1 0.26, and2_1 0.15
-- cells in the final DEF (no fill, tap or decap), drive strengths merged --
| master | netlist | routed |
|---|---|---|
| and2 | 2 | 2 |
| ha | 2 | 2 |
| o21a | 1 | 1 |
| dlygate4sd2 | 0 | 1 |
| clkbuf | 0 | 3 |
| clkdlybuf4s50 | 0 | 1 |
| dfxtp | 4 | 4 |
| nor2b | 1 | 1 |
-- routing by layer --
metal,part of all wire (%),up-vias,GRT usage [%]
li1,-,44,-
met1,51,38,1.06
met2,34,5,0.883
met3,14,0,1.14
met4,0,0,0.176
met5,0,-,0
-- how the worst max path moves through the flow --
stage          start         end  slack, ns  depth (start not counted)
4_1_cts   counter[0]  counter[2]       0.07                          3
5_1_grt   counter[0]  counter[2]       0.02                          3
6_report  counter[0]  counter[2]       0.08                          3
-- logic make-up (layout without fill, tap and decap cells) --
logic type / count (synthesis) / after routing / synth area share, %
compound gates: 1 / 1 / 5.61
fa+ha+maj: 2 / 2 / 18.7
buf+inv: 0 / 5 / 0
flops: 4 / 4 / 59.8
simple gates: 3 / 3 / 15.9
-- area by class of cell --
| type | count | share of cell area (%) |
|---|---|---|
| repair buffers | 2 | 8.02 |
| multi-input cells | 6 | 23.0 |
| well taps | 46 | 24.6 |
| clock buffers | 3 | 9.63 |
| flip-flops and latches | 4 | 34.8 |
-- power by group through the flow --
stage | combinational [W] | sequential (W) | clock (W)
after CTS | 0.0000184 | 0.000159 | 0.000186
after global routing | 0.0000220 | 0.000160 | 0.000204
final | 0.0000174 | 0.000159 | 0.000179
-- repair_timing --
item,in CTS,in global routing
setup buffers,0,0
gates resized,2,0
endpoints found under the setup margin,1,0
Power figures rest on the tool's default switching activity, not on a simulated workload.
